**flow/design.v**
```verilog
`timescale 1ns / 1ps
module uart_mem_interface # (
        parameter READ_CMD = 0,
        WRITE_CMD = 255
    )(
        input clk,
        input rx_ready,
        input tx_ready,
        input [7:0] rx_data,
        output reg [7:0] tx_buff = 0,
        output reg tx_start_trans = 0,
        output reg [7:0] addr = 0,
        output reg [7:0] dout = 0,
        input [7:0] din,
        output reg wr = 0
    );
    localparam
    WAIT_FOR_CMD = 0,
    GET_ADDR = 1,
    WRITE = 2,
    READ = 3;
    reg [1:0] state = 0;
    reg [7:0] cmd = 0;
    reg [1:0] rx_ready_buff = 0;
    wire posedge_rx_ready = (rx_ready_buff == 2'b01);
    always @(posedge clk) begin
        rx_ready_buff <= {rx_ready_buff[0], rx_ready};
    end
    always @(posedge clk) begin
        case (state)
            WAIT_FOR_CMD:
            begin
                if (posedge_rx_ready) begin
                    cmd <= rx_data;
                    state <= GET_ADDR;
                    wr <= 0;
                    tx_start_trans <= 0;
                end else begin
                    state <= WAIT_FOR_CMD;
                end
            end
            GET_ADDR:
            begin
                if (posedge_rx_ready) begin
                    addr <= rx_data;
                    if (cmd == READ_CMD) begin
                        state <= READ;
                    end else if (cmd == WRITE_CMD) begin
                        state <= WRITE;
                    end else begin
                        state <= READ;
                    end
                end else begin
                    state <= state;
                end
            end
            WRITE:
            begin
                if (posedge_rx_ready) begin
                    dout <= rx_data;
                    wr <= 1;
                    state <= WAIT_FOR_CMD;
                end else begin
                    state <= state;
                end
            end
            READ:
            begin
                if (tx_ready) begin
                    tx_buff <= din;
                    tx_start_trans <= 1;
                    state <= WAIT_FOR_CMD;
                end else begin
                    state <= state;
                end
            end
        endcase
    end
endmodule
```
**flow/run.sh**
```bash
#!/bin/bash
# OpenROAD 26Q1-2900-gdf79404cd8, Yosys 0.63+post, stock flow scripts
make -C /OpenROAD-flow-scripts/flow DESIGN_CONFIG=/design/flow/config.mk WORK_HOME=/design/flow/orfs finish
```
**flow/config.mk**
```make
export PLATFORM = sky130hd
export DESIGN_NAME = uart_mem_interface
export DESIGN_NICKNAME = uart_mem_interface
export VERILOG_FILES = /design/flow/design.v
export SDC_FILE = /design/flow/constraint.sdc
export NUM_CORES = 4
export LEC_CHECK = 1
export CORE_AREA = 10 10 96 96
export DIE_AREA = 0 0 106 106
```
**flow/constraint.sdc**
```tcl
current_design uart_mem_interface

set clk_period 2.0
set clk_io_pct 0.2

create_clock -name clk0 -period $clk_period [get_ports {clk}]

set non_clock_inputs [all_inputs -no_clocks]
set_input_delay [expr $clk_period * $clk_io_pct] -clock clk0 $non_clock_inputs
set_output_delay [expr $clk_period * $clk_io_pct] -clock clk0 [all_outputs]
```
==> results.sh <==
# physical design summary
export IMPL_outcome="finished, final reports clean"
export IMPL_worstSetupEndpointType="flip-flop"
export IMPL_drv_slew=0
export IMPL_cts_tree="yes"
export IMPL_cp_start_kind="flip-flop"
export IMPL_setup_viol=0
export IMPL_ys_sh_adder=0
export IMPL_area_leaders="edfxtp_1 (86%), dfxtp_1 (3.2%), nand2b_4 (1.1%), nor2b_4 (1.1%), a22oi_2 (1.0%)"
export IMPL_drive_above_1_share=0.157
export IMPL_viasPerCell=3.24
export IMPL_grt_pass1_vias=748
export IMPL_dpl_cell_area_sq_mm=0.00184
export IMPL_tightest_slew_ns=0.448
export IMPL_syn_area_per_cell_sq_um=23.2
export IMPL_skew_ns=0.00692
export IMPL_rr_startpoint="state[0]$_DFFE_PP_"
export IMPL_comb_power_share=0.155
export IMPL_overflow=0
export IMPL_warning_count=25
export IMPL_route_antenna_remaining_nets=0
export IMPL_critPathTopFamily="simple AND/OR/NAND/NOR gates"
export IMPL_synth_warnings=1
export IMPL_arrival_ns=1.48
export IMPL_mux_share=0
export IMPL_ys_ff=38
export IMPL_mostFrequentLayoutCells="clkdlybuf4s50_1 (44), edfxtp_1 (36), clkbuf_8 (5)"
export IMPL_first_iter_violations=24
export IMPL_cts_resized=0
export IMPL_die_y_um=106
export IMPL_rsz0062_at_grt="false"
export IMPL_die_width_um=106
export IMPL_chip_area_sq_mm=0.0112
export IMPL_leakage_nw=0.626
export IMPL_synth_cells=54
export IMPL_irDropWorstVdd_uv=298
export IMPL_initCoreUtil=0.174
export IMPL_vias=671
export IMPL_wl_mm=2.67
export IMPL_rr_endpoint="dout[0]$_DFFE_PP_"
export IMPL_dr_pass1_iters=2
export IMPL_synth_cellmix_simpleShare=0.0878
export IMPL_p_sw_w=0.000412
export IMPL_post_cts_setup_buffer_count=0
export IMPL_holdBufCountCts=0
export IMPL_synthAoiAreaFrac=0.0180
export IMPL_grt_use_total=0.0473
export IMPL_max_freq_mhz=650
export IMPL_crit_path_start="state[0]$_DFFE_PP_"
export IMPL_maxCapViolCount=0
export IMPL_top_cell_area_share=0.862
export IMPL_wl_per_cell_um=12.9
export IMPL_clock_path_buffers=2
export IMPL_fin_area_sq_mm=0.00192
export IMPL_reg2reg_depth=2
export IMPL_critical_path_required_ns=1.94
export IMPL_swShare=0.224
export IMPL_rrSetupSlack_ns=0.46
export IMPL_yosys_cells=54
export IMPL_min_period_ns=1.54
export IMPL_path_cells="nor3b_2 > and2_1"
export IMPL_path_class="reg2reg"
export IMPL_largest_area_cell="edfxtp_1"
export IMPL_area_growth_pct=53.5
export IMPL_cts_clk_slew_worst_paths_ns=0.07
export IMPL_io_pin_count=45
export IMPL_syn_area_sq_mm=0.00125
export IMPL_crit_fanout=8
export IMPL_cts_sinks=38
export IMPL_netlist_cell_type_count=17
export IMPL_ys_sh_xor=0
export IMPL_ys_seq_frac=0.894
export IMPL_final_hold_viol_count=0
export IMPL_hp_start="rx_ready_buff[0]$_DFF_P_"
export IMPL_grt_max_degree=13
export IMPL_antenna_found_initial=0
export IMPL_finalClockPeriodUsage=0.770
export IMPL_crit_buf_inv=0
export IMPL_power_density_mw_per_mm2=954
export IMPL_port_buffers=44
export IMPL_cts_buffers=5
export IMPL_hold_class="reg2reg"
export IMPL_drcViolationCount=0
export IMPL_grt_pass1_wl_mm=4.02
export IMPL_cp_slowest_stage_delay_ns=0.48
export IMPL_antenna_cells=0
export IMPL_lay_top_count="clkdlybuf4s50_1"
export IMPL_htree_levels=2
export IMPL_root_buffer="clkbuf_8"
export IMPL_clkPwrFrac=0.266
export IMPL_clock_latency_ns=0.28
export IMPL_tns_ns=0
export IMPL_crit_path_top_delay_cell="edfxtp_1"
export IMPL_rows=31
export IMPL_worstSetupPathDepth=2
export IMPL_critPathCapture="dout[0]$_DFFE_PP_"
export IMPL_internal_power_w=0.00142
export IMPL_gp_congestion=0.717
export IMPL_power_frac_seq=0.579
export IMPL_core_area_sq_mm=0.00721
export IMPL_yosys_area_sq_mm=0.00125
export IMPL_logic_family="simple AND/OR/NAND/NOR gates"
export IMPL_relSlewSlack=0.701
routing by layer:
layer,part of all wire,global-route usage
met4,0.012,0.00484
met1,0.34,0.0476
met5,0,0
met2,0.53,0.0826
met3,0.11,0.0312
per-stage QoR:
| stage | util | hold WS [ns] | instances | setup slack (ns) | total power (W) |
|---|---|---|---|---|---|
| 2_1_floorplan | - | 0.380 | 54 | 0.549 | 0.00118 |
| 3_3_place_gp | 0.255 | 0.388 | 200 | 0.366 | 0.00137 |
| 3_5_place_dp | 0.255 | 0.396 | 200 | 0.357 | 0.00137 |
| 4_1_cts | 0.267 | 0.406 | 207 | 0.448 | 0.00187 |
| 5_1_grt | 0.267 | 0.419 | 207 | 0.366 | 0.00193 |
| 6_report | 0.267 | 0.400 | 207 | 0.461 | 0.00184 |
synth_stat cells:
cell and instances:
edfxtp_1 36, dfxtp_1 2, nand4_1 2, a21oi_1 1, a22oi_2 1, and2_1 1, and2_2 1, and2b_2 1
and3_1 1, nand2b_1 1, nand2b_4 1, nor2b_1 1, nor2b_4 1, nor3_2 1, nor3b_2 1, o21ai_1 1
or2_1 1
how the worst min path moves through the flow:
stage                              end  slack [ns]  cells past startpoint
CTS           rx_ready_buff[1]$_DFF_P_        0.41                      0
global route  rx_ready_buff[1]$_DFF_P_        0.42                      0
finish        rx_ready_buff[1]$_DFF_P_        0.40                      0
cell type report:
type	instances	area, sq um
Clock buffer	5	68.8
Clock inverter	2	15.0
Fill cell	748	5290
Multi-Input combinational cell	16	133
Sequential cell	38	1120
Tap cell	99	124
Timing Repair Buffer	47	463
registers in the layout, summed over array words and instances, names as in the netlist:
register and flops:
tx_buff 8, addr 8, wr 1, rx_ready_buff 2
dout 8, cmd 8, tx_start_trans 1, state 2
cells by family (layout without fill, tap and decap cells):
logic type / after synthesis / in the layout
DFF: 38 / 38
AOI/OAI and AO/OA: 3 / 3
and+or+nand+nor: 13 / 13
buffers and inverters: 0 / 54
power groups by stage:
stage         Sequential, W  Combinational [W]  Clock (W)
CTS                 0.00106           0.000295   0.000507
global route        0.00108           0.000314   0.000544
finish              0.00106           0.000285   0.000489
Power is estimated from default activity; no workload was simulated.
