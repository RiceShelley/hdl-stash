==> /design/flow/config.mk <==
export PLATFORM = sky130hd
export DESIGN_NAME = uart
export DESIGN_NICKNAME = uart
export VERILOG_FILES = /design/flow/design.v
export SDC_FILE = /design/flow/constraint.sdc
export NUM_CORES = 4
export LEC_CHECK = 1
export CORE_UTILIZATION = 30
==> /design/flow/run.sh <==
#!/bin/bash
# OpenROAD 26Q1-2900-gdf79404cd8, Yosys 0.63+post, stock flow scripts
make -C /OpenROAD-flow-scripts/flow DESIGN_CONFIG=/design/flow/config.mk WORK_HOME=/design/flow/orfs finish
==> /design/flow/design.v <==
`timescale 1ns / 1ps
module uart(
        input clk,
        input rx,
        output [7:0] rx_data,
        output reg rx_ready = 0,
        input[7:0] tx_buff,
        input tx_start_trans,
        output reg tx = 1,
        output tx_ready
    );
    parameter clk_acc_limit = 9'd433;
    reg [8:0] clk_acc = 0;
    reg baud_clk = 0;
    reg baud_rst = 0;
    reg posedge_baud_clk = 0;
    always @(posedge clk) begin
        if (baud_rst) begin
            clk_acc = clk_acc_limit / 2;
        end else if (clk_acc == clk_acc_limit) begin
            clk_acc <= 0;
            baud_clk <= ~baud_clk;
            if (baud_clk == 0) begin
                posedge_baud_clk <= 1;
            end else begin
                posedge_baud_clk <= posedge_baud_clk;
            end
        end else begin
            clk_acc <= clk_acc + 1;
            posedge_baud_clk <= 0;
        end
    end
    parameter 
    RX_START = 0,
    RX_RECV = 1,
    RX_STOP = 2,
    RX_IDLE = 3;
    reg [7:0] rx_buff = 8'd0;
    assign rx_data = rx_buff;
    reg [1:0] rx_state = RX_IDLE;
    reg [2:0] rx_pos = 0;
    reg [1:0] rx_start_bit_buff = 0;
    always @(posedge clk) begin
        rx_start_bit_buff <= {rx_start_bit_buff[0], rx};
    end
    wire rx_start_recv = (rx_start_bit_buff == 2'b10);
    always @(posedge clk) begin
        case (rx_state)
            RX_START:
            begin
                baud_rst <= 0;
                if (posedge_baud_clk) begin
                    if (rx == 0) begin
                        rx_state <= RX_RECV;
                        rx_pos <= 0;
                    end else begin
                        rx_state <= RX_IDLE;
                    end
                end else begin
                    rx_state <= rx_state;
                end
            end
            RX_RECV:
            begin
                if (posedge_baud_clk) begin
                    if (rx_pos == 3'd7) begin
                        rx_state <= RX_STOP;
                    end else begin
                        rx_state <= rx_state;
                    end
                    rx_buff[rx_pos] <= rx;
                    rx_pos <= rx_pos + 1;
                end else begin
                    rx_state <= rx_state;
                end
            end
            RX_STOP:
            begin
                if (posedge_baud_clk) begin
                    rx_state <= RX_IDLE;
                    rx_ready <= 1;
                end else begin
                    rx_state <= rx_state;
                end
            end
            RX_IDLE:
            begin
                if (rx_start_recv) begin
                    rx_state <= RX_START;
                    baud_rst <= 1;
                    rx_ready <= 0;
                end else begin
                    rx_state <= RX_IDLE;
                end
            end
            default:
            begin
                rx_state <= RX_IDLE;
            end
        endcase
    end
    parameter 
    TX_START = 0,
    TX_TRANS = 1,
    TX_STOP = 2,
    TX_IDLE = 3;
    reg [1:0] tx_state = TX_IDLE;
    reg [2:0] tx_pos = 0;
    assign tx_ready = (tx_state == TX_IDLE);
    reg [1:0] trans_flag_buff = 0;
    always @(posedge baud_clk) begin
        trans_flag_buff <= {trans_flag_buff[0], tx_start_trans};
    end
    wire trans_flag_posedge = (trans_flag_buff == 2'b01 && tx_ready);
    always @(posedge baud_clk) begin
        case (tx_state)
            TX_START:
            begin
                tx <= 0;
                tx_pos <= 0;
                tx_state <= TX_TRANS;
            end
            TX_TRANS:
            begin
                tx <= tx_buff[tx_pos];
                if (tx_pos == 3'd7) begin
                    tx_state <= TX_STOP;
                end else begin
                    tx_pos <= tx_pos + 1;
                end
            end
            TX_STOP:
            begin
                tx <= 1;
                tx_state <= TX_IDLE;
            end
            TX_IDLE:
            begin
                if (trans_flag_posedge) begin
                    tx_state <= TX_START;
                end else begin
                    tx_state <= TX_IDLE;
                end
            end
            default:
            begin
                tx_state <= TX_IDLE;
            end            
        endcase
    end
endmodule
==> /design/flow/constraint.sdc <==
current_design uart

set clk_period 2.7
set clk_io_pct 0.2

create_clock -name clk0 -period $clk_period [get_ports {clk}]

set non_clock_inputs [all_inputs -no_clocks]
set_input_delay [expr $clk_period * $clk_io_pct] -clock clk0 $non_clock_inputs
set_output_delay [expr $clk_period * $clk_io_pct] -clock clk0 [all_outputs]
==> reports/results.tsv <==
stage	metric	value	unit
setup_path	WP data required	2.73	ns
synthesis	syn avg cell area	11.0	µm²
die	Core ar.	5610	µm²
synthesis	yosys cell count	161	
job	max-cap violation count	0	
clock_network	Hold-fix buffers, CTS	0	
synthesis	Post-synth regs	36	
setup_path	Critical-path top delay cell	edfxtp_1	
die	Die H	78.9	µm
routing	DRC	0	
cells_and_area	filler instances	551	
synthesis	Top FF cell, synth	edfxtp_1	
setup_path	Buf/Inv on CP	1	
clock_network	clk latency late pin	0.27	ns
final_timing	endpoints left unconstrained	16	
setup_path	number of cells on the critical path	5	
final_timing	Max Fclk	512	MHz
setup_path	WS Path Type	reg -> reg	
grt	grt total ovfl	0	
power_and_ir_drop	Power Density	378	nW/µm²
die	total die size	6220	µm²
power_and_ir_drop	Leakage	0.792	nW
outcome	outcome	finished, final reports clean	
setup_path	Setup crit end kind	flip-flop	
place	Port Buffers	21	
synthesis	Post-synth area hogs	edfxtp_1 39%, dfxtp_1 15%, ha_1 9.2%, nand2_1 3.4%, inv_1 2.8%	
worst_hold_path	hold path endpoint	rx_start_bit_buff[1]	
final_timing	setup ws final	0.749	ns
final_timing	max-slew violations	0	
setup_path	crit-path cells	inv_1, ha_1, xor2_1, nor4_1, mux2_1	
final_timing	unrepaired setup endpoints after global routing	false	
die	row count	27	
clock_network	post-CTS resize count	0	
final_timing	register pins left without a clock	8	
final_timing	Fin. Hold Viols	0	
setup_path	R2R depth	5	
setup_path	Worst path max stage delay	0.50	ns
die	Pre-Place Util	0.316	
cells_and_area	share of layout cells above drive strength 1	0.0541	
grt	vias in the first global route	1120	
clock_network	H-tree depth	1	
setup_path	Max FO, Critical Path	8	
synthesis	cells after synthesis	161	
final_timing	post-layout period usage	0.723	
place	GPL Wtd Cong	0.779	
routing	antenna cell count	0	
synthesis	Synth area leader	edfxtp_1	
cells_and_area	P&R area growth vs syn	19.5	%
final_timing	Slew Limit Headroom	0.697	
setup_path	r2r endpoint	rx_buff[4]	
die	Die W	78.9	µm
clock_network	postcts setup bufs	0	
final_timing	setup TNS	0	ns
worst_hold_path	Hold WC Path Type	reg -> reg	
synthesis	Synth Cell Area	1770	µm²
synthesis	asr flop ratio synth	0	
grt	Global Route Usage Sum	0.100	
routing	Post-DRT Antenna Nets	0	
synthesis	YS warnings	1	
power_and_ir_drop	peak supply drop	164	µV
routing	routed len/inst	10.7	µm
grt	pin count of the biggest net entering global routing	16	
cells_and_area	final instance area	2120	µm²
setup_path	Top delay family on crit path	flip-flops	
final_timing	Setup-failing EPs final	0	
synthesis	Yosys cell types	36	
grt	antenna violations before repair	0	
place	post-place instance area	2070	µm²
place	Place WS	0.751	ns
routing	number of DRC markers in iteration 0	85	
clock_network	Root Driver	clkbuf_8	
clock_network	CTS Buffer Depth	2	
clock_network	CTS clk-pin slew, worst paths	0.09	ns
synthesis	Post-synth top cells	23 x edfxtp_1, 16 x nand2_1, 13 x dfxtp_1, 13 x ha_1, 13 x inv_1	
synthesis	most frequent cell after synthesis	edfxtp_1	
clock_network	CTS tree	yes	
final_timing	Tightest Pin Transition	0.451	ns
die	io pins	22	
final_timing	clk_skew	0.00337	ns
place	Post-DP HPWL	2060	µm
worst_hold_path	Worst Hold Path Cells	0	
routing	first-pass iteration count of the detailed router	4	
synthesis	post-synth area from yosys stat	1770	µm²
synthesis	Post-synth EDFFs	23	
final_timing	Tmin final	1.95	ns
synthesis	Top-area cell share	0.390	
clock_network	CTS Buf Count	3	
setup_path	R2R setup slack	0.75	ns
grt	first-pass GRT wire length	4950	µm
setup_path	Worst Setup Start Kind	flip-flop	
job	Log Warnings	32	
setup_path	Critical Path AT	1.98	ns
routing	Total Wirelength	2750	µm
synthesis	Seq/Total Area, Yosys	0.537	
setup_path	reg-to-reg critical path startpoint	rx_pos[0]	
worst_hold_path	min-delay src	rx_start_bit_buff[0]	
routing	Vias per Instance	4.56	
routing	via count	1172	
metal layers:
metal  wire (µm)  vias to the layer above  share of wire  track usage
met3          70                        2          0.025       0.0140
met2        1160                       15           0.42        0.140
li1            -                      624              -            -
met4          30                        0          0.011       0.0127
met5           0                        -              0            0
met1        1490                      531           0.54        0.175
worst reg2reg max path, cell delays in order, from the launching register on:
cell	delay (ns)
edfxtp_1	0.50
inv_1	0.10
ha_1	0.25
xor2_1	0.21
nor4_1	0.31
mux2_1	0.35
worst max-delay path by stage:
stage                      from          to
after global routing  rx_pos[0]  rx_buff[4]
after CTS             rx_pos[0]  rx_buff[4]
final                 rx_pos[0]  rx_buff[4]
sequential cells by signal (all words and copies together) (netlist names):
| signal | count |
|---|---|
| rx_ready | 1 |
| posedge_baud_clk | 1 |
| baud_clk | 1 |
| trans_flag_buff | 2 |
| tx_state | 2 |
| rx_pos | 3 |
| tx_pos | 3 |
| clk_acc | 9 |
| rx_start_bit_buff | 2 |
| baud_rst | 1 |
| rx_buff | 8 |
| tx | 1 |
| rx_state | 2 |
report_power, final:
group	total (W)	internal (W)	switching, W
Sequential	0.000500	0.000477	0.0000238
Clock	0.000222	0.000102	0.000121
Combinational	0.0000781	0.0000437	0.0000345
layout make-up:
cell class	count	area, µm²	share of cell area
clock inverters	1	3.75	0.00177
repair buffers	22	218	0.103
multi-input cells	110	764	0.361
flip-flops and latches	36	951	0.449
clock buffers	3	41.3	0.0195
well taps	72	90.1	0.0426
inverters	13	48.8	0.0230
cell usage in the layout (no fill, tap or decap), types with 2 or more instances in the layout:
master and count:
edfxtp_1 23, clkdlybuf4s50_1 21, nand2_1 16, inv_1 13, ha_1 13, dfxtp_1 13, nor2_1 9, o21ai_0 9
nor3_1 9, a21oi_1 6, nand3_1 4, nor2b_1 3, mux2i_1 3, nand3b_1 3, nand4_1 3, xnor2_1 3
mux2_2 3, clkbuf_8 3, nor4_1 2, mux2_1 2, a211o_1 2, and3_1 2, and2_1 2, o21bai_1 2
a31oi_1 2
per-stage QoR:
step                 util  instances  power [W]  hold WS (ns)
floorplan               -        161   0.000551         0.331
detailed placement  0.369        253   0.000588         0.348
global placement    0.369        253   0.000589         0.351
CTS                 0.378        257   0.000814         0.370
finish              0.378        257   0.000801         0.369
global route        0.378        257   0.000846         0.386
cells by family after synthesis:
family,Yosys count,synth area share
compound gates,26,0.0883
simple gates,58,0.170
buf+inv,15,0.0318
mux,9,0.0614
fa+ha+maj,13,0.0918
xor+xnor,4,0.0198
flops,36,0.537
No activity file was given, so power comes from the tool's default toggle rates.
