`flow/run.sh`:
```
#!/bin/bash
# OpenROAD 26Q1-2900-gdf79404cd8, Yosys 0.63+post, stock flow scripts
make -C /OpenROAD-flow-scripts/flow DESIGN_CONFIG=/design/flow/config.mk WORK_HOME=/design/flow/orfs finish
```
`flow/config.mk`:
```
export PLATFORM = sky130hd
export DESIGN_NAME = clk_div
export DESIGN_NICKNAME = clk_div
export VERILOG_FILES = /design/flow/design.v
export SDC_FILE = /design/flow/constraint.sdc
export NUM_CORES = 4
export LEC_CHECK = 1
export CORE_AREA = 10 10 78 78
export DIE_AREA = 0 0 88 88
```
`flow/constraint.sdc`:
```
current_design clk_div

set clk_period 2.4
set clk_io_pct 0.2

create_clock -name clk0 -period $clk_period [get_ports {clk}]

set non_clock_inputs [all_inputs -no_clocks]
set_input_delay [expr $clk_period * $clk_io_pct] -clock clk0 $non_clock_inputs
set_output_delay [expr $clk_period * $clk_io_pct] -clock clk0 [all_outputs]
```
`flow/design.v`:
```
module clk_div(
	input wire clk,
	input wire rst,
	input [15:0] interval,
	output wire clk_out
);
reg [15:0] counter = 16'd0;
reg clk_out_reg = 1'd0;
assign clk_out = clk_out_reg;
always @(posedge clk) begin
	if (rst) begin
		counter <= 16'd0;
		clk_out_reg <= 1'd0;
	end else begin
		if (counter == interval) begin
			counter <= 16'd0;
			clk_out_reg <= 1'd1;
		end else begin
			counter <= counter + 16'd1;
			clk_out_reg <= 1'd0;
		end
	end	
end
endmodule
```
==> impl_results.html <==
<p>Metrics extracted from the flow reports.</p>
<table>
<tr><th>Metric</th><th>Value</th></tr>
<tr><th colspan="2">Finish</th></tr>
<tr><td>Area added between synthesis and finish</td><td>28.6%</td></tr>
<tr><td>Proportion of layout cells with a drive suffix above 1</td><td>8.40%</td></tr>
<tr><td>Area of the multi-input gates</td><td>532 um^2</td></tr>
<tr><td>Fin cells</td><td>171</td></tr>
<tr><td>FF+latch area</td><td>340 um^2</td></tr>
<tr><td>Largest register FFs</td><td>16</td></tr>
<tr><td>Count of fill cells added during filler insertion</td><td>459</td></tr>
<tr><td>Final std cell area, no fill</td><td>0.00117 mm^2</td></tr>
<tr><th colspan="2">Setup path</th></tr>
<tr><td>Arrival time reported for the critical path endpoint</td><td>1.98 ns</td></tr>
<tr><td>Crit path buffers/inverters</td><td>1</td></tr>
<tr><td>Max stage delay cell, worst path</td><td>sky130_fd_sc_hd__a41o_2</td></tr>
<tr><td>Cell class contributing the biggest share of worst-path delay</td><td>simple AND/OR/NAND/NOR gates</td></tr>
<tr><td>Crit path required time</td><td>2.53 ns</td></tr>
<tr><td>Crit path kind</td><td>in -&gt; reg</td></tr>
<tr><td>Crit path cell chain</td><td>clkdlybuf4s50_1, xor2_1, nor4_1, a41o_2, nor2_1</td></tr>
<tr><td>Top fanout value on the critical path</td><td>16</td></tr>
<tr><td>Startpoint type of the worst setup path</td><td>input pin</td></tr>
<tr><td>Longest individual stage delay on the worst path</td><td>0.45 ns</td></tr>
<tr><td>R2r setup slk</td><td>0.82 ns</td></tr>
<tr><td>Element type at the critical path end</td><td>flip-flop</td></tr>
<tr><th colspan="2">Placed design</th></tr>
<tr><td>HPWL after DPL</td><td>1550 um</td></tr>
<tr><td>Routability congestion estimate from global placement</td><td>0.779</td></tr>
<tr><td>Area after detailed placement</td><td>0.00112 mm^2</td></tr>
<tr><td>IO Port Bufs</td><td>18</td></tr>
<tr><td>Placed insts</td><td>167</td></tr>
<tr><th colspan="2">GRT</th></tr>
<tr><td>Grt met1 use</td><td>7.95%</td></tr>
<tr><td>Via count of the first global-routing pass</td><td>665</td></tr>
<tr><td>Met3 track utilization from global routing</td><td>1.31%</td></tr>
<tr><td>Tot GR Track Use</td><td>5.21%</td></tr>
<tr><td>Pin count of the biggest net entering global routing</td><td>17</td></tr>
<tr><td>Top Usage Layer GRT</td><td>met1</td></tr>
<tr><td>Initial antenna violation count</td><td>0</td></tr>
<tr><td>Global-route wire length before repair</td><td>3370 um</td></tr>
<tr><td>Aggregate global routing overflow</td><td>0</td></tr>
<tr><td>Global routing usage on met2</td><td>7.01%</td></tr>
<tr><th colspan="2">Synth</th></tr>
<tr><td>Cell Area, Synth</td><td>911 um^2</td></tr>
<tr><td>Post-synth top area cell</td><td>sky130_fd_sc_hd__dfxtp_1</td></tr>
<tr><td>Most instantiated library cell after synthesis</td><td>sky130_fd_sc_hd__nor2_1</td></tr>
<tr><td>Yosys stat cell total</td><td>102</td></tr>
<tr><td>Post-Syn Instances</td><td>102</td></tr>
<tr><td>Prevailing post-synth register cell</td><td>sky130_fd_sc_hd__dfxtp_1</td></tr>
<tr><td>Flops after synth</td><td>17</td></tr>
<tr><td>Synth cell count leaders</td><td>sky130_fd_sc_hd__nor2_1, sky130_fd_sc_hd__xor2_1, sky130_fd_sc_hd__dfxtp_1</td></tr>
<tr><td>Asr flop ratio synth</td><td>0%</td></tr>
<tr><td>Area share of the largest cell type after synthesis</td><td>37.4%</td></tr>
<tr><td>Count of flip-flops with a built-in enable after synthesis</td><td>0</td></tr>
<tr><td>Average cell area after synthesis</td><td>8.93 um^2</td></tr>
<tr><td>Register area share after synthesis</td><td>37.4%</td></tr>
<tr><td>Cells taking the most area after synthesis</td><td>sky130_fd_sc_hd__dfxtp_1, sky130_fd_sc_hd__xor2_1, sky130_fd_sc_hd__xnor2_1, sky130_fd_sc_hd__nor2_1, sky130_fd_sc_hd__nor4_2</td></tr>
<tr><td>Number of warnings printed during yosys synthesis</td><td>1</td></tr>
<tr><td>Distinct lib cells</td><td>16</td></tr>
<tr><td>Post-synthesis chip area from yosys</td><td>911 um^2</td></tr>
<tr><th colspan="2">Pwr</th></tr>
<tr><td>Leak pwr</td><td>0.419 nW</td></tr>
<tr><td>Peak ir drop on the vdd network</td><td>0.000159 V</td></tr>
<tr><td>Power per unit of standard cell area</td><td>480 mW/mm^2</td></tr>
<tr><th colspan="2">Drt</th></tr>
<tr><td>Remaining antenna violation count after routing</td><td>0</td></tr>
<tr><td>Iteration count of the initial detailed-routing pass</td><td>4</td></tr>
<tr><td>Ant diodes</td><td>0</td></tr>
<tr><td>Post-detailed-routing wire length</td><td>2000 um</td></tr>
<tr><td>Drt wl/cell</td><td>11.7 um</td></tr>
<tr><td>Per-cell via count in the routed design</td><td>4.16</td></tr>
<tr><td>Total via count after detailed routing</td><td>712</td></tr>
<tr><td>DRC violation total after the first TritonRoute iteration</td><td>63</td></tr>
<tr><td>Number of remaining DRC errors</td><td>0</td></tr>
<tr><th colspan="2">Min path</th></tr>
<tr><td>Kind of path behind the tightest hold check</td><td>reg -&gt; reg</td></tr>
<tr><th colspan="2">STA</th></tr>
<tr><td>Worst slew slack as a fraction of its limit</td><td>75.1%</td></tr>
<tr><td>Aggregate negative setup slack</td><td>0 ns</td></tr>
<tr><td>Achievable Freq</td><td>541 MHz</td></tr>
<tr><td>Setup Viol. Count Final</td><td>0</td></tr>
<tr><td>Slew at the pin with the worst max-slew slack</td><td>0.373 ns</td></tr>
<tr><td>Min Tclk post-route</td><td>1.85 ns</td></tr>
<tr><td>Max-slew violation count</td><td>0</td></tr>
<tr><td>Final worst clock skew</td><td>0.00159 ns</td></tr>
<tr><td>Final hold violations</td><td>0</td></tr>
<tr><td>Period Utilization, post-route</td><td>77.0%</td></tr>
<tr><td>Setup repair after global routing missed its margin</td><td>false</td></tr>
<tr><th colspan="2">Run status</th></tr>
<tr><td>Outcome</td><td>completed</td></tr>
<tr><th colspan="2">Floorplanning</th></tr>
<tr><td>Die X-Extent</td><td>88 um</td></tr>
<tr><td>Standard cell core area</td><td>0.00441 mm^2</td></tr>
<tr><td># rows</td><td>24</td></tr>
<tr><td>Top Ports</td><td>19</td></tr>
<tr><td>Total die area</td><td>0.00774 mm^2</td></tr>
<tr><td>Vert. Die Dim</td><td>88 um</td></tr>
<tr><td>Effective utilization at floorplan</td><td>20.6%</td></tr>
<tr><th colspan="2">Clock tree</th></tr>
<tr><td>TritonCTS Buffers</td><td>3</td></tr>
<tr><td>Clock Latency Late Sink</td><td>0.25 ns</td></tr>
<tr><td>Clock-pin slew reported for the worst setup and hold paths after clock tree synthesis</td><td>0.06 ns</td></tr>
<tr><td>Clk buf depth</td><td>2</td></tr>
<tr><td>Clock Root Buffer</td><td>sky130_fd_sc_hd__clkbuf_8</td></tr>
<tr><td>CTS-repair resized insts</td><td>0</td></tr>
<tr><td>Setup fix buffers added after clock tree synthesis</td><td>0</td></tr>
<tr><td>Count of H-tree levels built during CTS</td><td>1</td></tr>
<tr><td>Count of hold buffers inserted by post-cts repair</td><td>0</td></tr>
<tr><td>Clock tree from TritonCTS</td><td>built</td></tr>
<tr><td>Clock sink total</td><td>17</td></tr>
<tr><th colspan="2">Job</th></tr>
<tr><td>Number of maximum-capacitance violations</td><td>0</td></tr>
<tr><td>Tally of OpenROAD warnings</td><td>25</td></tr>
</table>
[cell usage in the layout, fill, tap and decap left out, types with 2 or more instances in the layout]
| master | instances |
|---|---|
| sky130_fd_sc_hd__nand3_1 | 5 |
| sky130_fd_sc_hd__nor4_2 | 4 |
| sky130_fd_sc_hd__clkbuf_8 | 3 |
| sky130_fd_sc_hd__xor2_1 | 18 |
| sky130_fd_sc_hd__nor3_1 | 4 |
| sky130_fd_sc_hd__nand2_1 | 5 |
| sky130_fd_sc_hd__nand4_1 | 3 |
| sky130_fd_sc_hd__dfxtp_1 | 17 |
| sky130_fd_sc_hd__nor4_1 | 4 |
| sky130_fd_sc_hd__clkdlybuf4s50_1 | 18 |
| sky130_fd_sc_hd__inv_1 | 2 |
| sky130_fd_sc_hd__xnor2_1 | 12 |
| sky130_fd_sc_hd__nor2_1 | 20 |
[layer usage]
metal  vias to the layer above  wire length, um
met5                         -                0
met4                         0               44
met3                         2              164
met2                        17              837
met1                       320              953
li1                        373                -
[worst paths after layout]
check | to | from | depth (start not counted)
max | counter[2] | interval[15] | 5
min | counter[0] | counter[0] | 1
max reg2reg | counter[2] | counter[12] | 4
min reg2reg | counter[0] | counter[0] | 1
[per-stage QoR]
| stage | util [%] | hold slack [ns] | worst slack [ns] | total power [mW] |
|---|---|---|---|---|
| 2_1_floorplan | - | 0.440 | 0.881 | 0.324 |
| 6_report | 26.5 | 0.488 | 0.551 | 0.563 |
| 5_1_grt | 26.5 | 0.514 | 0.446 | 0.592 |
| 3_3_place_gp | 25.5 | 0.481 | 0.271 | 0.359 |
| 3_5_place_dp | 25.5 | 0.479 | 0.294 | 0.359 |
| 4_1_cts | 26.5 | 0.495 | 0.552 | 0.574 |
[area by class of cell]
type | count | area share, %
flip-flops and latches | 17 | 29.1
well taps | 52 | 5.56
clock buffers | 3 | 3.53
inverters | 2 | 0.641
multi-input cells | 78 | 45.4
repair buffers | 18 | 15.4
clock inverters | 1 | 0.427
[cells by family (layout without fill, tap and decap cells)]
logic type               count (synthesis)  in the layout  share of synthesized area [%]
adder cells (fa/ha/maj)                  1              1                           1.37
AND-OR/OR-AND                            1              1                           1.24
AND/OR/NAND/NOR                         46             46                           26.9
flip-flops                              17             17                           37.4
XOR/XNOR                                30             30                           28.8
buffers and inverters                    7             24                           4.26
[power by group]
| group | leakage, nW | total, mW | internal, mW | switching (mW) |
|---|---|---|---|---|
| Combinational | 0.256 | 0.0611 | 0.0373 | 0.0238 |
| Sequential | 0.138 | 0.292 | 0.286 | 0.00519 |
| Clock | 0.0255 | 0.210 | 0.115 | 0.0948 |
[worst register-to-register path: stages, from the launching register on]
cell	delay (ns)
sky130_fd_sc_hd__dfxtp_1	0.36
sky130_fd_sc_hd__xor2_1	0.18
sky130_fd_sc_hd__nor4_2	0.38
sky130_fd_sc_hd__a41o_2	0.44
sky130_fd_sc_hd__nor2_1	0.09
Power figures rest on the tool's default switching activity, not on a simulated workload.
